`flow/config.mk`:
```
export PLATFORM = sky130hd
export DESIGN_NAME = main
export DESIGN_NICKNAME = main
export VERILOG_FILES = /design/flow/design.v
export SDC_FILE = /design/flow/constraint.sdc
export NUM_CORES = 4
export LEC_CHECK = 1
export CORE_AREA = 10 10 70 70
export DIE_AREA = 0 0 80 80
```
`flow/constraint.sdc`:
```
current_design main

set clk_period 1.0
set clk_io_pct 0.2

create_clock -name clk0 -period $clk_period [get_ports {clk}]

set non_clock_inputs [all_inputs -no_clocks]
set_input_delay [expr $clk_period * $clk_io_pct] -clock clk0 $non_clock_inputs
set_output_delay [expr $clk_period * $clk_io_pct] -clock clk0 [all_outputs]
```
`flow/design.v`:
```
`timescale 1ns / 1ps
module main(clk,A,B,Z,C2,rst);
input clk;
input rst;
input C2;
input [3:0] A;
input [3:0] B;
output reg [3:0] Z;
always@(posedge clk)
begin
    if(C2)  
  begin
    if(rst==0)
    begin
        Z <= A ^ B; 
    end
    else if (rst==1)
    begin
        Z <= 0;
    end
  end
  else
  begin
      Z <= 0;
  end
end
endmodule
```
`flow/run.sh`:
```
#!/bin/bash
# OpenROAD 26Q1-2900-gdf79404cd8, Yosys 0.63+post, stock flow scripts
make -C /OpenROAD-flow-scripts/flow DESIGN_CONFIG=/design/flow/config.mk WORK_HOME=/design/flow/orfs finish
```
==> flow_metrics.env <==
# implementation run metrics
export IMPL_status="completed"
export IMPL_mux_share_pct=0
export IMPL_finalHoldViolCount=0
export IMPL_minimum_hold_slack_ps=601.6
export IMPL_critical_path_class="reg2out"
export IMPL_grt_pass1_vias=202
export IMPL_maxCapViolations=0
export IMPL_count_of_warning_messages_emitted_by_the_tools=28
export IMPL_cts_buf_count=3
export IMPL_chipWidth_um=80
export IMPL_yosys_most_used_dff="sky130_fd_sc_hd__dfxtp_1"
export IMPL_avgSynthCellArea_sq_um=11.07
export IMPL_area_growth_synth_to_finish_pct=151.3
export IMPL_drc=0
export IMPL_top_logic_kind="XOR/XNOR gates"
export IMPL_buffer_count_from_post_cts_setup_fixing=0
export IMPL_number_of_enable_flip_flop_cells=0
export IMPL_ys_sh_xor_pct=24.35
export IMPL_final_instance_count_excl_fill=76
export IMPL_fin_crit_ps=962.2
export IMPL_numPortBuffers=14
export IMPL_syn_instance_count=13
export IMPL_crit_chain="dlygate4sd2_1"
export IMPL_clkSinkCount=4
export IMPL_critical_path_required_ps=800
export IMPL_common_cells="4 x sky130_fd_sc_hd__dfxtp_1, 4 x sky130_fd_sc_hd__nor2_1, 4 x sky130_fd_sc_hd__xnor2_1"
export IMPL_cp_start_kind="register"
export IMPL_ios=15
export IMPL_place_congestion=0.6919
export IMPL_wl_per_cell_um=7.316
export IMPL_biggestRegsByFlops="Z x4"
export IMPL_final_setup_tns_ps=0
export IMPL_synth_compound_area_share_pct=0
export IMPL_dieHeight_um=80
export IMPL_synth_yosys_warnings=1
export IMPL_timing_critical_path_arrival_ps=760
export IMPL_initial_antenna_violation_count=0
export IMPL_initCoreUtil_pct=4.212
export IMPL_yosys_area_top_type_share_pct=55.65
export IMPL_fmax_mhz=1039
export IMPL_dr_pass1_iters=2
export IMPL_setup_violations=0
export IMPL_grt_setup_unrepaired="no"
export IMPL_fin_ws_ps=37.75
export IMPL_numSynthFlops=4
export IMPL_floorplan_rows=21
export IMPL_grt_use_total_pct=1.993
export IMPL_layout_drive_gt1_share_pct=13.33
export IMPL_final_min_period_over_clock_period_pct=96.22
export IMPL_h_tree_depth=1
export IMPL_route_detailed_vias_per_inst=1.947
export IMPL_layout_filler_cells=407
export IMPL_detail_route_wirelength_um=556
export IMPL_drt_initial_drc_count=2
export IMPL_cts_hold_buf=0
export IMPL_post_synth_and_or_nand_nor_area_fraction_pct=20.00
export IMPL_fp_dieArea_sq_um=6400
export IMPL_grt_pass1_wl_um=917
export IMPL_cts_root_buf="sky130_fd_sc_hd__clkbuf_4"
export IMPL_clk_buf_depth=2
export IMPL_route_antenna_remaining_nets=0
export IMPL_ys_chip_area_sq_um=143.9
export IMPL_hold_path_class="in2reg"
export IMPL_global_route_overflow_total=0
export IMPL_largest_register="Z"
export IMPL_floorplan_core_area_sq_um=3416
export IMPL_final_max_slew_viol_count=0
export IMPL_vdd_ir_drop_max_mv=0.4143
export IMPL_ys_cells=13
export IMPL_critPathCaptureType="output port"
export IMPL_total_leakage_power_nw=0.1333
export IMPL_total_power_uw=443.1
export IMPL_worstMarginPinSlew_ps=133.7
export IMPL_cts_reportedPaths_clkPinSlew_ps=40
export IMPL_synth_cell_area_sq_um=143.9
export IMPL_detailedPlace_worstSlack_ps=10.78
export IMPL_yosysUniqueCellTypes=4
export IMPL_grt_max_degree=5
export IMPL_crit_slowest_cell="sky130_fd_sc_hd__dfxtp_1"
export IMPL_crit_path_max_fanout=1
export IMPL_p_per_area_nw_per_um2=1225
export IMPL_dp_cells=73
export IMPL_diodes=0
export IMPL_postSynth_asyncResetShare_pct=0
export IMPL_top_area_cell="sky130_fd_sc_hd__dfxtp_1"
export IMPL_ys_sh_adder_pct=0
export IMPL_biggest_cell_delay_along_the_critical_path_ps=290
export IMPL_dr_total_vias=148
export IMPL_largest_reg_flops=4
export IMPL_slew_headroom_pct=91.02
export IMPL_post_synth_seq_share_pct=55.65
export IMPL_critical_path_n_buffers_inverters=1
export IMPL_top_cells_by_area="sky130_fd_sc_hd__dfxtp_1 56%, sky130_fd_sc_hd__xnor2_1 24%, sky130_fd_sc_hd__nor2_1 10%, sky130_fd_sc_hd__nand2b_4 9.6%"
export IMPL_cts_tree="done"
export IMPL_cpLargestDelayFamily="flip-flops"
## final cells by class
type	count	area (sq um)	area share, %
clock buffer	3	22.52	6.228
multi-input combinational	9	63.81	17.65
sequential	4	80.08	22.15
tap	46	57.56	15.92
timing repair buffer	14	137.6	38.06
## cell families after synthesis
logic type and count (synthesis):
XOR/XNOR 4, flip-flops 4, AND/OR/NAND/NOR 5
## through the flow
step	utilization (%)	cell area (sq um)
global route	10.59	361.6
global placement	10.00	341.6
finish	10.59	361.6
detailed placement	10.00	341.6
CTS	10.51	359.1
floorplan	-	143.9
## final timing paths
check             startpoint    to  slack [ps]  depth (start not counted)
hold / removal            C2  Z[3]         600                          3
setup / recovery        Z[2]  Z[2]          40                          1
## layout by cell type, fill, tap and decap left out
cell                              Yosys  layout
sky130_fd_sc_hd__nand2b_4             1       1
sky130_fd_sc_hd__clkdlybuf4s50_1      0      10
sky130_fd_sc_hd__clkdlybuf4s15_1      0       2
sky130_fd_sc_hd__nor2_1               4       4
sky130_fd_sc_hd__clkbuf_4             0       3
sky130_fd_sc_hd__xnor2_1              4       4
sky130_fd_sc_hd__dlygate4sd2_1        0       2
sky130_fd_sc_hd__dfxtp_1              4       4
## routing by layer
metal | GRT usage (%) | share of wire (%) | wire [um] | vias up
met1 | 3.196 | 65 | 362 | 56
li1 | - | - | - | 73
met4 | 0.1761 | 0 | 0 | 0
met5 | 0 | 0 | 0 | -
met2 | 1.605 | 16 | 91 | 19
met3 | 1.932 | 18 | 102 | 0
## where the power goes
part	switching, mW	leakage (nW)	internal (mW)	total, mW
combinational	0.0208	0.0866	0.0582	0.0790
sequential	0.00213	0.0329	0.169	0.171
clock	0.0591	0.0138	0.134	0.193
total	0.0820	0.133	0.361	0.443
## repair_timing
action | CTS | global route
setup endpoints to repair | 4 | 2
pin swaps | 0 | 0
resized | 4 | 2
Power is estimated from default activity; no workload was simulated.
